--- constraint.sdc ---
current_design Pipeline_CORDIC_exp_16_V2

set clk_period 7.0
set clk_io_pct 0.2

create_clock -name clk0 -period $clk_period [get_ports {clk}]

set non_clock_inputs [all_inputs -no_clocks]
set_input_delay [expr $clk_period * $clk_io_pct] -clock clk0 $non_clock_inputs
set_output_delay [expr $clk_period * $clk_io_pct] -clock clk0 [all_outputs]
--- design.v ---
module Main_CORDIC_rotation_unit_16(
  input wire clk,
  input wire rst,
  input wire init,
  input wire [4:0] iteration,
  input wire sign_bit,
  input wire signed [16:0] tangle,
  input wire signed  [17:0]    x_i,
  input wire signed  [17:0]    y_i,
  input wire signed  [16:0] z_i,
  output wire signed [17:0]    x_o,
  output wire signed [17:0]    y_o,
  output wire signed [16:0] z_o
);
  reg [17:0]    x_rotation;
  reg [17:0]    y_rotation;
  reg [17:0]    x_scalling;
  reg [17:0]    y_scalling;
  reg signed [16:0] z_s;
  wire signed [17:0] x_i_shifted;
  wire signed [17:0] y_i_shifted;
  reg [4:0] iteration_last;
  reg en;
  always @ (posedge clk or posedge rst)
    begin
      if (rst)
        en <=0;
      else
        en <= ~en;
    end
  function [17:0] sshift;
    input signed [17:0] D;
    input [4:0] i;
      begin 
        sshift = ({{16{D[17]}},D} >> i) | (D[17] << 17);
      end
  endfunction
  assign x_i_shifted = sshift(x_i,iteration+1);
  assign y_i_shifted = sshift(y_i,iteration+1);
  always @ (negedge en)
    begin
      if (rst)
        begin
          x_rotation <= 0;
          y_rotation <= 0;
          z_s <= 0;
        end
      else
        begin
          if (init)
            begin
              x_rotation <= x_i;
              y_rotation <= y_i;
              z_s <= z_i;
            end
          else
            if (z_i == 0)
              begin
                x_rotation <= x_i;
                y_rotation <= y_i;
                z_s <= z_i;
              end
          else
            if (sign_bit)
              begin
                x_rotation <= x_i - y_i_shifted;
                y_rotation <= y_i - x_i_shifted;
                z_s <= z_i + tangle;
              end
          else
            if (~sign_bit)
              begin
                x_rotation <= x_i + y_i_shifted;
                y_rotation <= y_i + x_i_shifted;
                z_s <= z_i - tangle;
              end
        end
    end
  always @ (posedge clk)
    begin
      case (iteration)                                                                                             
        5'b00000: begin x_scalling = x_rotation+sshift(x_rotation,3)+sshift(x_rotation,5)-sshift(x_rotation,9)+sshift(x_rotation,12)+sshift(x_rotation,13)+sshift(x_rotation,15); 
		                    y_scalling = y_rotation+sshift(y_rotation,3)+sshift(y_rotation,5)-sshift(y_rotation,9)+sshift(y_rotation,12)+sshift(y_rotation,13)+sshift(y_rotation,15); end	 
        5'b00001: begin x_scalling = x_rotation+sshift(x_rotation,5)+sshift(x_rotation,10)+sshift(x_rotation,11)+sshift(x_rotation,14); 
                        y_scalling = y_rotation+sshift(y_rotation,5)+sshift(y_rotation,10)+sshift(y_rotation,11)+sshift(y_rotation,14); end 	 
        5'b00010: begin x_scalling = x_rotation+sshift(x_rotation,7)+sshift(x_rotation,14)+sshift(x_rotation,15); 
                        y_scalling = y_rotation+sshift(y_rotation,7)+sshift(y_rotation,14)+sshift(y_rotation,15); end     		 
        5'b00011: begin x_scalling = x_rotation+sshift(x_rotation,9); 
                        y_scalling = y_rotation+sshift(y_rotation,9); end			     		 
        5'b00100: begin x_scalling = x_rotation+sshift(x_rotation,11); 
                        y_scalling = y_rotation+sshift(y_rotation,11); end    								 
        5'b00101: begin x_scalling = x_rotation+sshift(x_rotation,13); 
                        y_scalling = y_rotation+sshift(y_rotation,13); end     								 
        5'b00110: begin x_scalling = x_rotation+sshift(x_rotation,15);
                        y_scalling = y_rotation+sshift(y_rotation,15); end    								 
        default: begin  x_scalling = x_rotation;
                        y_scalling = y_rotation; end
      endcase
    end
  assign x_o = x_scalling;
  assign y_o = y_scalling;
  assign z_o = z_s;
endmodule
module Pipeline_CORDIC_exp_16_V2(
  input wire clk,
  input wire rst,
  input wire init,
  input wire signed [17:0]    x_i,
  input wire signed [17:0]    y_i,
  input wire signed [16:0] z_i,
  output wire signed [17:0]    x_o,
  output wire signed [17:0]    y_o,
  output wire signed [16:0] z_o,
  output wire signed [17:0]    exp_o, 
  output reg done
);
 function [16:0] tanangle;
    input [4:0] i;
    begin
      case (i)
      5'd00: tanangle = 17'd17999;    
      5'd01: tanangle = 17'd8369;    
      5'd02: tanangle = 17'd4117;      
      5'd03: tanangle = 17'd2050;      
      5'd04: tanangle = 17'd1024;      
      5'd05: tanangle = 17'd512;      
      5'd06: tanangle = 17'd256;       
      5'd07: tanangle = 17'd128;       
      5'd08: tanangle = 17'd64;       
      5'd09: tanangle = 17'd32;        
      5'd10: tanangle = 17'd16;        
      5'd11: tanangle = 17'd8;        
      5'd12: tanangle = 17'd4;         
      5'd13: tanangle = 17'd2;         
      5'd14: tanangle = 17'd1;         
      5'd15: tanangle = 17'd0;         
      endcase
    end
  endfunction
  reg [4:0] iteration; 
  reg sign_bit;
  reg sign_bit_next; 
  wire signed [16:0] tangle; 
  reg signed [16:0] z_abs;
  reg en;
  wire signed [17:0] x,y;
  wire signed [16:0] z;
  assign x = init ? x_i : x_o;
  assign y = init ? y_i : y_o;
  assign z = init ? z_i : z_o;
  assign exp_o = x_o + y_o;
  always @ (posedge clk or posedge rst)
    begin
      if (rst)
        en <=0;
      else
        en <= ~en;
    end
  always @ (posedge en)
  begin
    if (rst) 
      sign_bit <= 1;
    else if (init)
      sign_bit <= 1;
    else
      sign_bit <= sign_bit_next;
  end 
  always @ (posedge en)
    begin
        if (rst)
            begin
                sign_bit_next <=1;
                iteration <= 06;
            end
        else if (init)
            begin
                sign_bit_next <=1;
                iteration <= 06;
            end
        else  
            begin
              z_abs = z[16]? ~z+1'b1:z;
                if (z_abs >= 17'd17999)
                  begin iteration <= 00; sign_bit_next <= z[16]; end else
                if ((z_abs >= 17'd13184) && (z_abs < 17'd17999))
                  begin iteration <= 00; sign_bit_next <= ~z[16]; end else
                if ((z_abs >= 17'd8369) && (z_abs < 17'd13184))
                  begin iteration <= 01; sign_bit_next <= z[16]; end else
                if ((z_abs >= 17'd6243) && (z_abs < 17'd8369))
                  begin iteration <= 01; sign_bit_next <= ~z[16]; end else
                if ((z_abs >= 17'd4117) && (z_abs < 17'd6243))
                  begin iteration <= 02; sign_bit_next <= z[16]; end else
                if ((z_abs >= 17'd3083) && (z_abs < 17'd4117))
                  begin iteration <= 02; sign_bit_next <= ~z[16]; end else
                if ((z_abs >= 17'd2050) && (z_abs < 17'd3083))
                  begin iteration <= 03; sign_bit_next <= z[16]; end else
                if ((z_abs >= 17'd1537) && (z_abs < 17'd2050))
                  begin iteration <= 03; sign_bit_next <= ~z[16]; end else
                if ((z_abs >= 17'd1024) && (z_abs < 17'd1537))
                  begin iteration <= 04; sign_bit_next <= z[16]; end else
                if ((z_abs >= 17'd768) && (z_abs < 17'd1024))
                  begin iteration <= 04; sign_bit_next <= ~z[16]; end else
                if ((z_abs >= 17'd512) && (z_abs < 17'd768))
                  begin iteration <= 05; sign_bit_next <= z[16]; end else
                if ((z_abs >= 17'd384) && (z_abs < 17'd512))
                  begin iteration <= 06; sign_bit_next <= ~z[16]; end else
                if ((z_abs >= 17'd256) && (z_abs < 17'd384))
                  begin iteration <= 06; sign_bit_next <= z[16]; end else
                if ((z_abs >= 17'd192) && (z_abs < 17'd256))
                  begin iteration <= 00; sign_bit_next <= ~z[16]; end else
                if ((z_abs >= 17'd128) && (z_abs < 17'd192))
                  begin iteration <= 01; sign_bit_next <= z[16]; end else
                if ((z_abs >= 17'd96) && (z_abs < 17'd128))
                  begin iteration <= 01; sign_bit_next <= ~z[16]; end else
                if ((z_abs >= 17'd64) && (z_abs < 17'd96))
                  begin iteration <= 02; sign_bit_next <= z[16]; end else
                if ((z_abs >= 17'd48) && (z_abs < 17'd64))
                  begin iteration <= 02; sign_bit_next <= ~z[16]; end else
                if ((z_abs >= 17'd32) && (z_abs < 17'd48))
                  begin iteration <= 03; sign_bit_next <= z[16]; end else
                if ((z_abs >= 17'd24) && (z_abs < 17'd32))
                  begin iteration <= 03; sign_bit_next <= ~z[16]; end else
                if ((z_abs >= 17'd16) && (z_abs < 17'd24))
                  begin iteration <= 04; sign_bit_next <= z[16]; end else
                if ((z_abs >= 17'd12) && (z_abs < 17'd16))
                  begin iteration <= 04; sign_bit_next <= ~z[16]; end else
                if ((z_abs >= 17'd8) && (z_abs < 17'd12))
                  begin iteration <= 05; sign_bit_next <= z[16]; end else
                if ((z_abs >= 17'd6) && (z_abs < 17'd8))
                  begin iteration <= 06; sign_bit_next <= ~z[16]; end else
                if ((z_abs >= 17'd4) && (z_abs < 17'd6))
                  begin iteration <= 06; sign_bit_next <= z[16]; end else
                if ((z_abs >= 17'd3) && (z_abs < 17'd4))
                  begin iteration <= 04; sign_bit_next <= ~z[16]; end else
                if ((z_abs >= 17'd2) && (z_abs < 17'd3))
                  begin iteration <= 05; sign_bit_next <= z[16]; end else
                if ((z_abs >= 17'd1) && (z_abs < 17'd2))
                  begin iteration <= 06; sign_bit_next <= ~z[16]; end else
                if ((z_abs >= 17'd0) && (z_abs < 17'd1))
                  begin iteration <= 06; sign_bit_next <= z[16]; end else
                if (z == 17'h1ffff)
                  begin iteration <= 06; sign_bit_next <= 1; end
                else
                  begin iteration <= 06; sign_bit_next <= 0; end
            end
    end
  assign tangle = tanangle(iteration);
  always @ (posedge clk or posedge init)
    begin
      if (init) done <= 0;
      else if (rst) done <= 0;
      else if (z == 0) done <=1;
  end
  Main_CORDIC_rotation_unit_16 U (clk,rst,init,iteration,sign_bit,tangle,x,y,z,x_o,y_o,z_o);
endmodule
--- run.sh ---
#!/bin/bash
# OpenROAD 26Q1-2900-gdf79404cd8, Yosys 0.63+post, stock flow scripts
make -C /OpenROAD-flow-scripts/flow DESIGN_CONFIG=/design/flow/config.mk WORK_HOME=/design/flow/orfs finish
--- config.mk ---
export PLATFORM = sky130hd
export DESIGN_NAME = Pipeline_CORDIC_exp_16_V2
export DESIGN_NICKNAME = Pipeline_CORDIC_exp_16_V2
export VERILOG_FILES = /design/flow/design.v
export SDC_FILE = /design/flow/constraint.sdc
export NUM_CORES = 4
export LEC_CHECK = 1
export CORE_UTILIZATION = 50
==> impl_metrics.json <==
{
  "startpoint_type": "flop",
  "power_leakage_nw": 11.5,
  "cts_post_setup_buffers_inserted": 0,
  "power.density_nw_per_um2": 43.5,
  "grt.met2_usage": 0.507,
  "fmax_mhz": 168,
  "setup-tns-final_ns": 0,
  "rows": 78,
  "lay_top_cells": "331 x ha_1, 231 x inv_1, 203 x nor2_1, 199 x a21oi_1, 180 x nand2_1",
  "crit_fanout": 4,
  "totalPowerFinal_mw": 1.10,
  "ir_drop_uv": 98.2,
  "ys_cells": 2687,
  "dieHeight_um": 217,
  "cts_buffers": 5,
  "warnings": 66,
  "placedCellCount": 3350,
  "die_area_um2": 47200,
  "finalCriticalPeriod_ns": 5.96,
  "clk_pin_slew_ns": 0.07,
  "synthesis.area_um2": 23200,
  "crit_path_end_kind": "primary output",
  "slew_violations": 0,
  "drt_iter0_drc": 1937,
  "met3_usage": 0.130,
  "yosys_warnings": 2,
  "dp_hpwl_um": 65500,
  "worst_pin_slew_ns": 1.04,
  "cp_data_required_time_ns": 5.60,
  "routedWlPerCell_um": 24.1,
  "syn_inst": 2687,
  "die_w_um": 217,
  "setup_violations": 0,
  "ff_type": "dfxtp_1",
  "cap_violations": 0,
  "ys.flops": 104,
  "final_cell_count_no_fill": 3359,
  "outcome": "finished clean",
  "syn2layout_area_growth_pct": 8.83,
  "grt_pass1_vias": 20100,
  "io_buffers": 127,
  "drc": 0,
  "grt_use_total": 0.363,
  "cts_resized": 0,
  "layout.cells.most_common": "ha_1",
  "grt_busiest_layer": "met1",
  "synth_cell_types": 105,
  "wl_um": 81100,
  "ys_async_sr_fraction": 0.0288,
  "rsz0062_at_grt": "no",
  "untimed_endpoints": 118,
  "vias": 21000,
  "overflow": 0,
  "min_period_over_period": 0.851,
  "ys_area_um2": 23200,
  "ys_seq_frac": 0.0905,
  "firstDrtPassIters": 6,
  "antenna_found_initial": 3,
  "met1_usage": 0.562,
  "core_region_area_um2": 45600,
  "edf_count": 0,
  "finClkSkew_ns": 0,
  "unclocked_pins": 65,
  "cp.arrival_ns": 4.56,
  "crit_type": "reg2out",
  "cts_tree": "built",
  "crit_top_cell": "o21ai_0",
  "initCoreUtil": 0.508,
  "hold_viol_final": 0,
  "worstRegToRegCells": 1,
  "grt_max_degree": 59,
  "slew-limit-headroom": 0.283,
  "synth_area_per_cell_um2": 8.62,
  "cp_cell_sequence": "ha_1 -> inv_1 -> fa_1 -> nor2b_1 -> o21ai_0 -> a21boi_0 -> o21ai_0 -> a21boi_0 -> o21ai_0 -> a21o_1 -> a211oi_1 -> o21ai_0 -> a21oi_1 -> clkdlybuf4s50_1",
  "cts_root_buf": "clkbuf_16",
  "insertion_delay_ns": 0.31,
  "slowest_stage": "a21oi_1",
  "worst_hold_path_type": "reg2reg",
  "gp_congestion": 1.01,
  "cts_hold_buffers": 0,
  "max_stage_delay_ns": 0.68,
  "grt_pass1_wl_um": 124000,
  "vias_per_cell": 6.24,
  "antenna_left": 0,
  "hold_depth": 1,
  "io_pins": 128,
  "cts_buffer_depth": 2,
  "htreeDepth": 2,
  "drive_gt1_frac": 0.0758
}
## path summary, 6_finish.rpt
| kind | start | end | slack (ns) |
|---|---|---|---|
| max reg2reg | en$_DFF_PP0_ | en$_DFF_PP0_ | 6.27 |
| min | U.en$_DFF_PP0_ | U.en$_DFF_PP0_ | 0.40 |
| max | U.x_scalling[0]$_DFF_P_ | exp_o[14] | 1.04 |
| min in group asynchronous | init | done$_DFFE_PP0P_ | 1.20 |
| max in group asynchronous | rst | en$_DFF_PP0_ | 5.37 |
| min reg2reg | U.en$_DFF_PP0_ | U.en$_DFF_PP0_ | 0.40 |
## area by class of cell
class | count | area [um^2]
timing repair buffer | 162 | 1530
clock buffer | 6 | 129
multi-input combinational | 2243 | 19700
clock inverter | 2 | 60.1
fill | 4108 | 20400
inverter | 241 | 905
antenna | 1 | 2.50
sequential | 104 | 2100
tap | 600 | 751
## cell families (layout without fill, tap and decap cells)
logic type	Yosys count	count (layout)	synth area share
AOI/OAI and AO/OA	703	703	0.208
xor gates and xnor gates	212	212	0.0805
adders and majority gates	505	505	0.329
buffers and inverters	340	411	0.0585
DFF	104	104	0.0905
muxes	148	148	0.0906
other	0	1	0
and+or+nand+nor	675	675	0.143
## critical path, delay by kind of cell, from the launching register on
family                     cells  cell delay, ns
AOI/OAI and AO/OA              9            2.29
buffers and inverters          2            0.71
adders and majority gates      2            0.69
DFF                            1            0.40
and+or+nand+nor                1            0.14
## cells in the mapped netlist (28+ instances only)
cell type | instances | area share
a211oi_1 | 30 | 0.0097
a21o_1 | 44 | 0.014
a21oi_1 | 199 | 0.043
a22oi_1 | 28 | 0.0091
a31oi_1 | 41 | 0.011
clkbuf_1 | 65 | 0.011
dfxtp_1 | 101 | 0.087
fa_1 | 174 | 0.15
ha_1 | 331 | 0.18
inv_1 | 231 | 0.037
mux2_2 | 43 | 0.021
mux2i_1 | 56 | 0.024
mux4_2 | 40 | 0.039
nand2_1 | 180 | 0.029
nand3_1 | 46 | 0.0099
nor2_1 | 206 | 0.033
nor3_1 | 67 | 0.014
o21ai_0 | 93 | 0.020
xnor2_1 | 146 | 0.055
xor2_1 | 65 | 0.025
## where the power goes
| group | switching, mW | total, mW | internal [mW] | leakage, nW |
|---|---|---|---|---|
| clock network | 0.118 | 0.323 | 0.205 | 0.0911 |
| logic | 0.332 | 0.549 | 0.218 | 10.5 |
| registers | 0.00000298 | 0.225 | 0.225 | 0.886 |
| total | 0.450 | 1.10 | 0.648 | 11.5 |
## per-layer routing
metal,share of wire,up-vias
li1,-,9899
met1,0.45,10000
met2,0.41,946
met3,0.12,103
met4,0.021,2
met5,0.00016,-
## sequential cells by signal, indices dropped and copies added (netlist names)
name,count
done,1
en,1
iteration,7
U.en,1
U.y_scalling,18
U.iteration,3
U.y_rotation,18
U.x_scalling,18
sign_bit,1
sign_bit_next,1
U.z_s,17
U.x_rotation,18
## per-stage QoR
stage	hold WS, ns	util	setup slack [ns]	area (um^2)
floorplan	0.442	-	2.07	23200
detailed placement	0.394	0.549	1.62	25000
finish	0.404	0.553	1.04	25200
CTS	0.404	0.553	1.24	25200
global placement	0.398	0.549	1.58	25000
global route	0.442	0.553	0.847	25200
No activity file was given, so power comes from the tool's default toggle rates.
