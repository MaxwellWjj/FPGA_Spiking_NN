[design/flow/config.mk]
export PLATFORM = sky130hd
export DESIGN_NAME = M_H_CORDIC_exp_8_shift
export DESIGN_NICKNAME = M_H_CORDIC_exp_8_shift
export VERILOG_FILES = /design/flow/design.v
export SDC_FILE = /design/flow/constraint.sdc
export NUM_CORES = 4
export LEC_CHECK = 1
export CORE_UTILIZATION = 40
[design/flow/constraint.sdc]
current_design M_H_CORDIC_exp_8_shift

set clk_period 12.0
set clk_io_pct 0.2

create_clock -name clk0 -period $clk_period [get_ports {clk}]

set non_clock_inputs [all_inputs -no_clocks]
set_input_delay [expr $clk_period * $clk_io_pct] -clock clk0 $non_clock_inputs
set_output_delay [expr $clk_period * $clk_io_pct] -clock clk0 [all_outputs]
[design/flow/design.v]
module M_H_CORDIC_exp_8_shift(
    input clk,
    input rst,
    input init,
    input signed [8 : 0] value_in,     
    output reg signed [9 : 0] value_out,  
    output reg done
    );
    reg [3 : 0] cnt_iterations;    
    reg [9 : 0] mul_result;
    reg [18: 0] mul_tmp;
    reg  [9 : 0] value_reg;
    reg signed [8 : 0] z;
    wire signed [8 : 0] z_abs;
    reg [8 : 0] poweroftwo;
    function [18:0] sshift;
    input signed [9:0] D;
    input [3:0] i;
      begin 
        sshift = ({{8{D[9]}},D,{8{1'b0}}} >> i) | (D[9] << 18);
      end
    endfunction
    always@(posedge clk) 
        begin
            if(rst) 
                begin
                    cnt_iterations <= 0;
                    value_reg <= 9'b010000000;
                    value_out <= 0;
                    z <= 0;
                    poweroftwo <= 8'b01000000; 
                    done<=0;
                end
            else if(init) 
                begin
                    z <= value_in;
                    value_reg <= 9'b010000000;   
                    cnt_iterations <= 0;
                    poweroftwo <= 8'b01000000;   
                end
            else
                begin
                    if(cnt_iterations == 4'd8) 
                        begin
                            cnt_iterations <= 0;
                            done <= 1;
                            value_out <= mul_result;
                        end
                    else 
                        begin              
                            if(poweroftwo < z_abs)
                                begin
                                    cnt_iterations <= cnt_iterations + 1;
                                    if (value_in[8])
                                        begin
                                            z <= z + poweroftwo;
                                        end
                                    else
                                        begin
                                            z <= z - poweroftwo;
                                        end
                                    value_reg <= mul_result;
                                    poweroftwo <= poweroftwo >> 1;
                                    done <= 0;
                                end
                            else
                                begin
                                    poweroftwo <= poweroftwo >> 1;
                                    cnt_iterations <= cnt_iterations + 1;
                                    done <= 0;
                                end
                        end
                end
        end
    always @ (posedge clk)
        begin
            if (value_in[8])
                begin
                    case (cnt_iterations)
                        4'd00: mul_tmp <= sshift(value_reg,1)+sshift(value_reg,4)+sshift(value_reg,5)+sshift(value_reg,7); 
                        4'd01: mul_tmp <= sshift(value_reg,1)+sshift(value_reg,2)+sshift(value_reg,6)+sshift(value_reg,7); 
                        4'd02: mul_tmp <= sshift(value_reg,1)+sshift(value_reg,2)+sshift(value_reg,3); 
                        4'd03: mul_tmp <= sshift(value_reg,1)+sshift(value_reg,2)+sshift(value_reg,3)+sshift(value_reg,4);     
                        4'd04: mul_tmp <= sshift(value_reg,1)+sshift(value_reg,2)+sshift(value_reg,3)+sshift(value_reg,4)+sshift(value_reg,5);     
                        4'd05: mul_tmp <= sshift(value_reg,1)+sshift(value_reg,2)+sshift(value_reg,3)+sshift(value_reg,4)+sshift(value_reg,5)+sshift(value_reg,6);     
                        4'd06: mul_tmp <= sshift(value_reg,1)+sshift(value_reg,2)+sshift(value_reg,3)+sshift(value_reg,4)+sshift(value_reg,5)+sshift(value_reg,6)+sshift(value_reg,7);     
                        4'd07: mul_tmp <= sshift(value_reg,1)+sshift(value_reg,2)+sshift(value_reg,3)+sshift(value_reg,4)+sshift(value_reg,5)+sshift(value_reg,6)+sshift(value_reg,7); 
                        default: 
                            begin
                                mul_tmp <= sshift(value_reg,0);
                            end
                    endcase
                end
            else
                begin
                    case (cnt_iterations)
                        4'd00: mul_tmp <= sshift(value_reg,0)+sshift(value_reg,1)+sshift(value_reg,3)+sshift(value_reg,6)+sshift(value_reg,7);     
                        4'd01: mul_tmp <= sshift(value_reg,0)+sshift(value_reg,2)+sshift(value_reg,5);   
                        4'd02: mul_tmp <= sshift(value_reg,0)+sshift(value_reg,3)+sshift(value_reg,7);    
                        4'd03: mul_tmp <= sshift(value_reg,0)+sshift(value_reg,4);    
                        4'd04: mul_tmp <= sshift(value_reg,0)+sshift(value_reg,5);    
                        4'd05: mul_tmp <= sshift(value_reg,0)+sshift(value_reg,6);    
                        4'd06: mul_tmp <= sshift(value_reg,0)+sshift(value_reg,7);    
                        4'd07: mul_tmp <= sshift(value_reg,0); 
                        default:
                        begin
                            mul_tmp <= sshift(value_reg,0);
                        end
                    endcase
                end
            mul_result <= mul_tmp[18:8];
        end
    assign z_abs = z[8]? ~z+1'b1:z;
endmodule
[design/flow/run.sh]
#!/bin/bash
# OpenROAD 26Q1-2900-gdf79404cd8, Yosys 0.63+post, stock flow scripts
make -C /OpenROAD-flow-scripts/flow DESIGN_CONFIG=/design/flow/config.mk WORK_HOME=/design/flow/orfs finish
==> qor.yml <==
die_h_um: 157.1
grt_pass1_vias: 7983
port_buffers: 22
cpMostUsedCell: "ha_1"
cts-buffers-inserted: 9
ys_top_cells_by_area: "ha_1 (21%), dfxtp_1 (13%), fa_1 (11%)"
ir_drop_v: 0.00009156
fp_util: 0.4087
hpwl_um: 21060
drcViolationCount: 0
root_buffer: "clkbuf_16"
fp.coreArea_sq_um: 23540
maxCapViolations: 0
ys_types: 63
viasPerCell: 5.560
cts_tree: "done"
cts_resized: 0
stdcell_area_sq_um: 10580
overflow: 0
clk_latency_ns: 0.33
dpl_cell_area_sq_um: 10300
vias: 8423
grt_start_max_net_pins: 28
switching_share: 0.4945
finalCoreUtilization: 0.4495
slew_viol_final: 0
rsz0062_at_grt: "false"
min_period_over_period: 0.6039
num_rows: 56
ctsHoldBuffers: 0
ys_area_sq_um: 9623
ys.flop_type: "dfxtp_1"
end_kind: "flop"
worstPathRequired_ns: 12.24
wl_per_cell_um: 17.84
wirelength_um: 27020
pin_count: 23
hold_path_depth: 0
path_class: "reg -> reg"
power_density_nw_per_um2: 183.9
status: "finished clean"
antenna_found_initial: 0
avgSynthCellArea_sq_um: 8.260
syn_to_final_growth_pct: 9.960
setup_viol_count_final: 0
skew_ns: 0.005651
gp_congestion: 0.9360
relSlewSlack: 0.4199
grt_pass1_wl_um: 43400
dieArea_sq_um: 24680
fmax_mhz: 138.0
arrival_ns: 7.49
worstHoldPathType: "reg -> reg"
fin_crit_ns: 7.247
cp_max_fo: 13
cts_buffer_depth: 2
clkSlewWorstSetupHoldPaths_ns: 0.06
dr.pass1.iters: 7
r2r_slack_ns: 4.75
drt_iter0_drc: 523
finalSetupTns_ns: 0
warning_count: 39
synthCells: 1165
power_switching_mw: 0.9624
intPower_mw: 0.9836
ys_cells: 1165
worst_setup_path_start_kind: "flop"
syn-cell-area_sq_um: 9623
async_flop_share: 0
final_common_cell: "ha_1"
worst_pin_slew_ns: 0.8483
clock-sinks: 61
top_cell_area_share: 0.2145
power_leakage_nw: 4.884
cts_max_level: 3
drive_above_1_share: 0.05602
combPwrFrac: 0.742
cts_setup_buffers: 0
ys_seq_frac: 0.1269
reg2regPathDepth: 28
postRouteAntennaNets: 0
largest_area_cell: "ha_1"
die_w_um: 157.1
p_clk_frac: 0.124
cpPeakStageDelay_ns: 0.59
final_layout_top_logic_cells: "ha_1 (165), a21oi_1 (118), nand2_1 (108)"
p_seq_frac: 0.134
gr-usage-all-layers: 0.2339
edf_count: 0
finalHoldViolCount: 0
cp_slowest_cell: "o41ai_1"
diodes: 0
ys_ff: 61
yosys_warnings: 1
==> synth_stat cells, types with 8 or more instances <==
library cell and instances:
a21oi_1 118, nor2b_1 15, clkbuf_1 28, o21bai_1 10, a22oi_1 11, o211ai_1 12
a31oi_1 15, xor2_1 51, xnor2_1 67, nand2b_1 17, nor3_1 25, o21a_1 16
nand2_1 108, nor2_1 83, a211oi_1 14, a221oi_1 15, ha_1 165, fa_1 55
inv_1 67, or2_2 8, o21ai_0 61, a21o_1 25, nand3_1 15, dfxtp_1 61
==> path summary, 6_finish.rpt <==
| path | start | endpoint |
|---|---|---|
| worst min-delay path | mul_tmp[10] | mul_result[2] |
| worst max register to register | value_reg[1] | mul_tmp[16] |
| worst max-delay path | value_reg[1] | mul_tmp[16] |
| worst min register to register | mul_tmp[10] | mul_result[2] |
==> area by class of cell <==
type                    count  area [sq um]
well taps                 319         399.1
inverters                  68         255.2
fillers                  2338         12960
flip-flops and latches     61          1222
repair buffers             43         377.9
clock buffers              10         239.0
multi-input cells        1008          8041
clock inverters             6         46.29
==> cell families after synthesis <==
family                   after synthesis  synth area share
flip-flops                            61            0.1269
AND-OR/OR-AND                        366            0.2517
multiplexers                           2          0.002210
XOR/XNOR                             120            0.1114
buffers and inverters                 96           0.03745
AND/OR/NAND/NOR                      300            0.1413
adder cells (fa/ha/maj)              220            0.3290
==> power by group through the flow <==
stage / Clock (mW) / Sequential [mW] / Combinational [mW]
final: 0.242 / 0.260 / 1.44
after global routing: 0.255 / 0.264 / 1.61
after CTS: 0.246 / 0.260 / 1.44
==> layer usage <==
metal  wire length [um]  part of all wire  global-route usage  vias to the layer above
met2              11670              0.43              0.3534                      222
met4                274             0.010             0.02681                        0
met5                  0                 0                   0                        -
met1              13330              0.49              0.3585                     3911
met3               1747             0.065             0.04822                       22
li1                   -                 -                   -                     4268
==> per-stage QoR <==
stage               total power [mW]  hold WS (ns)  worst slack, ns  instances
global placement               1.688        0.3109            4.950       1499
finish                         1.946        0.3250            4.753       1515
global route                   2.134        0.3290            4.241       1515
CTS                            1.941        0.3249            4.830       1515
floorplan                      1.367        0.3096            5.503       1165
detailed placement             1.688        0.3128            4.872       1499
==> critical path, delay by kind of cell (launching register included) <==
family | cells | cell delay [ns]
AND-OR/OR-AND | 8 | 2.24
XOR/XNOR | 4 | 0.70
adder cells (fa/ha/maj) | 7 | 2.55
buffers and inverters | 1 | 0.25
flip-flops | 1 | 0.31
AND/OR/NAND/NOR | 8 | 1.12
Power and IR drop assume default switching activity.
